==> /design/flow/design.v <==
module mem_controller(
    input clk,
    input [31:0] if_pc,  
    output reg [31:0] instruction,  
    input [31:0] ma_pc,  
    input [31:0] ma_addr,  
    input [31:0] ma_data,  
    input mem_wren,  
    output reg [31:0] data_rd_data,  
    input [31:0] bios_outa,  
    input [31:0] bios_outb,  
    input [31:0] dmem_out,  
    output reg dmem_wren,  
    output reg imem_wrena,  
    input [31:0] imem_outb,  
    input uart_dout_valid,  
    input uart_din_ready,  
    input [7:0] uart_dout,  
    output reg uart_din_valid,  
    output reg uart_dout_ready,  
    input [31:0] count_cycles,
    input [31:0] count_instructions,
    output reg counter_rst,
    input buttons_fifo_empty,
    output reg buttons_fifo_rd_en,
    input [2:0] buttons_fifo_data,
    input [1:0] switches,
    output reg [5:0] leds
);
    reg [31:0] read_addr;
    always @(posedge clk) begin
        read_addr <= ma_addr;
    end
    wire [3:0] mem_partition = ma_addr[31:28];
    wire [3:0] read_partition = read_addr[31:28];
    wire [3:0] pc_prefix = if_pc[31:28];
    always @(*) begin
        instruction = 0;
        dmem_wren = 0;
        imem_wrena = 0;
        data_rd_data = 0;
        uart_din_valid = 0;
        uart_dout_ready = 0;
        counter_rst = 0;
        buttons_fifo_rd_en = 0;
        if (pc_prefix == 4'b0001) begin
            instruction = imem_outb;
        end else if (pc_prefix == 4'b0100) begin
            instruction = bios_outb;    
        end
        if (mem_wren) begin
            if (mem_partition[3:2]==2'b0 && mem_partition[0]==1) begin
                dmem_wren = 1;
            end
            if (mem_partition[3:1]==3'b001 && ma_pc[30]==1) begin
                imem_wrena = 1;
            end
            if (mem_partition == 4'b1000) begin
                if (ma_addr == 32'h80000008) begin
                    uart_din_valid = 1; 
                end
                else if (ma_addr == 32'h80000018) counter_rst = 1'b1;
                else if (ma_addr == 32'h80000030) leds = ma_data[5:0];
            end
        end
        if (read_addr == 32'h80000004) begin
            uart_dout_ready = 1;
        end else if (read_addr == 32'h80000024) begin
            buttons_fifo_rd_en = 1;
        end
        if (read_partition[3:2]==2'b0 && read_partition[0]==1) begin
            data_rd_data = dmem_out;
        end else if (read_partition == 4'b0100) begin
            data_rd_data = bios_outa;
        end else if (read_partition == 4'b1000) begin
            if (read_addr == 32'h80000000) begin
                data_rd_data = { uart_dout_valid, uart_din_ready };
            end else if (read_addr == 32'h80000004) begin
                data_rd_data = uart_dout;
            end 
            else if (read_addr == 32'h80000010) data_rd_data = count_cycles;
            else if (read_addr == 32'h80000014) data_rd_data = count_instructions;
            else if (read_addr == 32'h80000020) data_rd_data = buttons_fifo_empty;
            else if (read_addr == 32'h80000024) data_rd_data = buttons_fifo_data;
            else if (read_addr == 32'h80000028) data_rd_data = switches;
        end
    end
endmodule
==> /design/flow/run.sh <==
#!/bin/bash
# OpenROAD 26Q1-2900-gdf79404cd8, Yosys 0.63+post, stock flow scripts
make -C /OpenROAD-flow-scripts/flow DESIGN_CONFIG=/design/flow/config.mk WORK_HOME=/design/flow/orfs finish
==> /design/flow/config.mk <==
export PLATFORM = sky130hd
export DESIGN_NAME = mem_controller
export DESIGN_NICKNAME = mem_controller
export VERILOG_FILES = /design/flow/design.v
export SDC_FILE = /design/flow/constraint.sdc
export NUM_CORES = 4
export LEC_CHECK = 1
export CORE_AREA = 10 10 166 166
export DIE_AREA = 0 0 176 176
==> /design/flow/constraint.sdc <==
current_design mem_controller

set clk_period 5.9
set clk_io_pct 0.2

create_clock -name clk0 -period $clk_period [get_ports {clk}]

set non_clock_inputs [all_inputs -no_clocks]
set_input_delay [expr $clk_period * $clk_io_pct] -clock clk0 $non_clock_inputs
set_output_delay [expr $clk_period * $clk_io_pct] -clock clk0 [all_outputs]
==> results.py <==
# Generated from Yosys and OpenROAD reports
metrics = {
    "synthesis": {
        "synth_stat.cells": 296,
        "number_of_enable_flip_flop_cells": 0,
        "synth_top_area_share_pct": 25.63,
        "yosys-top-cells-count": "sky130_fd_sc_hd__a22o_1 (32), sky130_fd_sc_hd__a22oi_1 (32), sky130_fd_sc_hd__dfxtp_1 (32)",
        "ys_async_sr_fraction_pct": 0,
        "topCellsByArea": "sky130_fd_sc_hd__dfxtp_1 (26%), sky130_fd_sc_hd__a22o_1 (11%), sky130_fd_sc_hd__mux2_2 (11%)",
        "synth.avg_cell_area_um2": 8.446,
        "synth.cell_area_um2": 2500,
        "yosys.area.top_type": "sky130_fd_sc_hd__dfxtp_1",
        "ys_chip_area_um2": 2500,
        "synth_cell_types": 42,
        "numSynthFlops": 38,
        "syn_inst": 296,
        "synth-main-ff-cell": "sky130_fd_sc_hd__dfxtp_1",
        "yosys_warnings": 1,
    },
    "clock_network": {
        "number_of_buffers_inserted_during_clock_tree_synthesis": 5,
        "cts_buffer_depth": 2,
        "cts_setup_buffers": 0,
        "post_cts.resized_instances": 0,
        "cts.root.buffer_cell": "sky130_fd_sc_hd__clkbuf_16",
        "cts-hold-fix-buffers": 0,
        "ctsHtreeMaxLevel": 2,
        "cts.clk_slew.worst_paths_ns": 0.05,
        "tritoncts": "built",
    },
    "drt": {
        "dr.pass1.iters": 5,
        "drt-wirelength-per-cell_um": 18.34,
        "number_of_remaining_drc_errors": 0,
        "first_iter_violations": 160,
        "num_vias": 3646,
        "routed_via_density": 3.887,
        "drtAntennaViolNets": 0,
        "drt_wl_total_mm": 17.21,
        "antenna_cells": 0,
    },
    "die": {
        "core_area_um2": 24110,
        "floorplan.io_pins": 414,
        "row_count": 57,
        "die_width_um": 176,
        "die-height_um": 176,
        "floorplanUtilization_pct": 10.37,
        "die-area_um2": 30980,
    },
    "placed_design": {
        "port_buffers": 328,
        "gp_routability_congestion": 0.8132,
        "dp.cells": 931,
        "dp_hpwl_mm": 14.72,
    },
    "timing": {
        "fin_tns_setup_ns": 0,
        "timing_hold_violations_final": 0,
        "slew-limit-headroom_pct": 57.95,
        "count_of_endpoints_without_a_timing_constraint": 12,
        "final.min_clock_period_ns": 4.381,
        "timing.final.max_slew_violations": 0,
        "achievable-frequency_mhz": 228.3,
        "unclocked_pins": 6,
        "transition_at_the_pin_with_the_smallest_max_transition_slack_ns": 0.6300,
        "finalCritPeriodShare_pct": 74.25,
        "setup_repair_after_global_routing_missed_its_margin": "false",
        "final-setup-viol-count": 0,
    },
    "power_and_ir_drop": {
        "power.switching_fraction_pct": 20.61,
        "net-switching-power_w": 0.0001605,
        "power.share.clock_pct": 32.2,
        "power_leakage_nw": 2.167,
        "irDropWorstVdd_v": 0.0001723,
        "power_frac_comb_pct": 36.7,
        "seqPwrFrac_pct": 31.1,
        "p_per_area_nw_per_um2": 123.2,
        "internal_power_of_the_cells_w": 0.0006181,
    },
    "critical_path": {
        "critical_path_class": "in2out",
        "worstSetupEndpointType": "output pin",
        "end_point_of_the_critical_path": "uart_din_valid",
        "crit_path_start_kind": "input pin",
        "crit_fanout": 3,
        "cp.required_ns": 4.72,
        "cp-startpoint": "ma_addr[28]",
        "cp_data_arrival_time_ns": 3.20,
    },
    "grt": {
        "overflow": 0,
        "grt_first_pass_wirelength_mm": 24.43,
        "grt_start_max_net_pins": 34,
        "grt_antenna_before_repair": 0,
        "grt_pass1_vias": 3914,
        "track_usage_pct": 10.22,
    },
    "final_layout": {
        "drive_above_1_share_pct": 7.818,
        "finalNonFillerCells": 938,
        "areaGrowthSynthToFinish_pct": 152.8,
    },
    "outcome": {
        "run_status": "complete, no violations",
    },
    "run": {
        "openroad.warnings": 110,
        "drv_cap": 0,
    },
    "worst_hold_path": {
        "hold_path.class": "in2reg",
    },
}
power by group through the flow:
stage	clock, W	sequential (W)	combinational (W)
final	0.000251	0.000242	0.000286
after global routing	0.000264	0.000244	0.000308
after CTS	0.000257	0.000242	0.000290
sequential cells by signal (all words and copies together) (netlist names):
register and cells:
leds 6, read_addr 32
cell type report:
type / instances / area (µm²)
inverter: 2 / 7.507
tap: 324 / 405.4
clock buffer: 7 / 152.6
fill: 2629 / 17790
multi-input combinational: 233 / 1694
sequential: 38 / 732.0
timing repair buffer: 334 / 3328
critical path: stages:
cell and delay, ns:
sky130_fd_sc_hd__clkdlybuf4s50_1 0.46, sky130_fd_sc_hd__nor4b_1 0.46, sky130_fd_sc_hd__nand4_1 0.25, sky130_fd_sc_hd__nor4_1 0.32, sky130_fd_sc_hd__clkdlybuf4s50_1 0.52
routing by layer:
metal | GRT usage (%) | vias to the layer above | wire, µm
met3 | 2.993 | 10 | 1319
met2 | 17.95 | 145 | 8777
li1 | - | 1813 | -
met1 | 12.61 | 1678 | 6968
met4 | 0.8478 | 0 | 141
met5 | 0 | - | 0
worst min path at each step:
stage                        to         from  cells past startpoint
6_report  read_addr[14]$_DFF_P_  ma_addr[14]                      1
5_1_grt   read_addr[14]$_DFF_P_  ma_addr[14]                      1
4_1_cts   read_addr[14]$_DFF_P_  ma_addr[14]                      1
kinds of logic (layout without fill, tap and decap cells):
logic type             Yosys count  count (layout)  share of synthesized area [%]
latches                          6               6                          3.604
AND-OR/OR-AND                  134             134                          36.04
AND/OR/NAND/NOR                 66              66                          16.37
flip-flops                      32              32                          25.63
multiplexers                    33              33                          14.41
buffers and inverters           25             343                          3.954
per-stage QoR:
| step | cell area (µm²) | setup slack (ns) | utilization (%) | hold WS (ns) | total power, W |
|---|---|---|---|---|---|
| CTS | 6320 | 1.475 | 26.22 | 1.382 | 0.0007889 |
| global placement | 6167 | 1.510 | 25.58 | 1.664 | 0.0005328 |
| finish | 6320 | 1.519 | 26.22 | 1.389 | 0.0007786 |
| detailed placement | 6167 | 1.535 | 25.58 | 1.664 | 0.0005342 |
| global route | 6320 | 1.327 | 26.22 | 1.392 | 0.0008161 |
| floorplan | 2500 | 2.517 | - | 1.208 | 0.0002996 |
layout by cell type, fill, tap and decap left out, types with 2 or more instances in the layout:
cell,Yosys,layout
sky130_fd_sc_hd__a21oi_1,8,8
sky130_fd_sc_hd__nand3b_1,3,3
sky130_fd_sc_hd__and4_1,2,2
sky130_fd_sc_hd__nor3_1,6,6
sky130_fd_sc_hd__dlxtn_1,6,6
sky130_fd_sc_hd__clkdlybuf4s50_1,0,328
sky130_fd_sc_hd__mux2i_1,9,9
sky130_fd_sc_hd__nor2_1,13,13
sky130_fd_sc_hd__o31ai_1,3,3
sky130_fd_sc_hd__clkbuf_16,0,5
sky130_fd_sc_hd__nor4b_1,5,2
sky130_fd_sc_hd__nor4_1,12,12
sky130_fd_sc_hd__nand2b_1,2,2
sky130_fd_sc_hd__nor4b_2,0,3
sky130_fd_sc_hd__and3_1,2,2
sky130_fd_sc_hd__a22oi_1,32,32
sky130_fd_sc_hd__a22o_1,32,32
sky130_fd_sc_hd__o211ai_1,2,2
sky130_fd_sc_hd__nand4_1,3,3
sky130_fd_sc_hd__o21ai_1,22,22
sky130_fd_sc_hd__nor3_2,2,2
sky130_fd_sc_hd__dfxtp_1,32,31
sky130_fd_sc_hd__clkbuf_8,0,2
sky130_fd_sc_hd__inv_1,2,2
sky130_fd_sc_hd__nand2_1,4,4
sky130_fd_sc_hd__buf_4,0,6
sky130_fd_sc_hd__o21ai_0,31,31
sky130_fd_sc_hd__mux2_2,24,24
Power is estimated from default activity; no workload was simulated.
