==> flow/config.mk <==
export PLATFORM = sky130hd
export DESIGN_NAME = fifo
export DESIGN_NICKNAME = fifo
export VERILOG_FILES = /design/flow/design.v
export SDC_FILE = /design/flow/constraint.sdc
export NUM_CORES = 4
export LEC_CHECK = 1
export CORE_UTILIZATION = 50
==> flow/constraint.sdc <==
current_design fifo

set clk_period 4.3
set clk_io_pct 0.2

create_clock -name clk0 -period $clk_period [get_ports {clk}]

set non_clock_inputs [all_inputs -no_clocks]
set_input_delay [expr $clk_period * $clk_io_pct] -clock clk0 $non_clock_inputs
set_output_delay [expr $clk_period * $clk_io_pct] -clock clk0 [all_outputs]
==> flow/design.v <==
module fifo #(
    parameter data_width = 8,
    parameter fifo_depth = 32,
    parameter addr_width = ((((fifo_depth) > 1) ? 1 : 0) + 
			(((fifo_depth) > 2) ? 1 : 0) + 
			(((fifo_depth) > 4) ? 1 : 0) + 
			(((fifo_depth) > 8) ? 1 : 0) + 
			(((fifo_depth) > 16) ? 1 : 0) + 
			(((fifo_depth) > 32) ? 1 : 0) + 
			(((fifo_depth) > 64) ? 1 : 0) + 
			(((fifo_depth) > 128) ? 1 : 0) + 
			(((fifo_depth) > 256) ? 1 : 0) + 
			(((fifo_depth) > 512) ? 1 : 0) + 
			(((fifo_depth) > 1024) ? 1 : 0) + 
			(((fifo_depth) > 2048) ? 1 : 0) + 
			(((fifo_depth) > 4096) ? 1 : 0) + 
			(((fifo_depth) > 8192) ? 1 : 0) + 
			(((fifo_depth) > 16384) ? 1 : 0) + 
			(((fifo_depth) > 32768) ? 1 : 0) + 
			(((fifo_depth) > 65536) ? 1 : 0) + 
			(((fifo_depth) > 131072) ? 1 : 0) + 
			(((fifo_depth) > 262144) ? 1 : 0) + 
			(((fifo_depth) > 524288) ? 1 : 0) + 
			(((fifo_depth) > 1048576) ? 1 : 0) + 
			(((fifo_depth) > 2097152) ? 1 : 0) + 
			(((fifo_depth) > 4194304) ? 1 : 0) + 
			(((fifo_depth) > 8388608) ? 1 : 0) + 
			(((fifo_depth) > 16777216) ? 1 : 0) + 
			(((fifo_depth) > 33554432) ? 1 : 0) + 
			(((fifo_depth) > 67108864) ? 1 : 0) + 
			(((fifo_depth) > 134217728) ? 1 : 0) + 
			(((fifo_depth) > 268435456) ? 1 : 0) + 
			(((fifo_depth) > 536870912) ? 1 : 0) + 
			(((fifo_depth) > 1073741824) ? 1 : 0))
)(
    input clk, rst,
    input wr_en,
    input [data_width-1:0] din,
    output full,
    input rd_en,
    output [data_width-1:0] dout,
    output empty
);
    reg [addr_width:0] write_ptr;
    reg [addr_width:0] read_ptr;
    reg [addr_width:0] length;
    reg [data_width:0] data [fifo_depth-1:0];
    assign full = length == fifo_depth;
    assign empty = length == 0;
    assign dout = data[(read_ptr - 1 + fifo_depth) % fifo_depth]; 
    always @(posedge clk, posedge rst) begin
        if (rst) begin
            write_ptr = 0;
	       read_ptr = 0;
            length = 0;
        end else begin
            if (wr_en && !full) begin
                data[write_ptr] = din;
                write_ptr = (write_ptr + 1) % fifo_depth;
                length = length + 1;
            end else begin
                data[write_ptr] = data[write_ptr];
                write_ptr = write_ptr;
                length = length;
            end
            if (rd_en && !empty) begin
                read_ptr = (read_ptr + 1) % fifo_depth;
                length = length - 1;
            end else begin
                read_ptr = read_ptr;
                length = length;
            end
        end
    end
endmodule
==> flow/run.sh <==
#!/bin/bash
# OpenROAD 26Q1-2900-gdf79404cd8, Yosys 0.63+post, stock flow scripts
make -C /OpenROAD-flow-scripts/flow DESIGN_CONFIG=/design/flow/config.mk WORK_HOME=/design/flow/orfs finish
==> flow_summary.ini <==
; flow metrics
[timing]
hold_viol_final = 0
fin_crit_ns = 4.26
finalCritPeriodShare_pct = 99.1
rsz0062_at_grt = true
clock.fmax_mhz = 235
report.final.slew_viol_count = 0
max_slew_margin_pct = 24.0
clock_skew_ns = 0.0427
setup_viol = 0
worstMarginPinSlew_ns = 1.14

[detailed_routing]
routed_wl_um = 64400
dr.pass1.iters = 7
drc = 0
vias = 12000
drt-initial-drc-count = 1394
antenna_cells = 0
routedWlPerCell_um = 40.8
vias_per_cell = 7.58
ant_nets = 0

[yosys]
synth_flops = 272
synthArstFlopShare_pct = 5.88
ys_cells = 1097
netlist_instances = 1097
syn-cell-area_um2 = 13700
ys_chip_area_um2 = 13700
yosys_warnings = 2
ff_type = edfxtp_1
synth_area_per_cell_um2 = 12.5
edf_count = 256
ys_seq_share_pct = 59.2
synth_cell_types = 79

[setup_path]
r2r_setup_slack_ns = 0.29
r2r-end = data[22][5]
critical_path_arrival_ns = 3.40
crit_buf_inv = 3
crit_top_cell = buf_6
max_stage_delay_ns = 0.43
cp-end-kind = primary output
rr_worst_depth = 9
path_cells = buf_6 -> or3_4 -> a32oi_4 -> nor2_2 -> buf_6 -> a32oi_2 -> o21ai_2 -> a2111oi_4 -> a31oi_4 -> clkdlybuf4s50_1
worst_path_max_delay_cell = or3_4
crit_family = AND-OR/OR-AND gates
startpoint_type = register
critical_path_class = register to primary output
worst-endpoint-required_ns = 3.44
r2r-start = write_ptr[3]
crit_fanout = 9

[layout]
syn_to_final_growth_pct = 21.5
design_area_um2 = 16600
drive_gt1_share_pct = 25.1

[outcome]
outcome = complete, no violations

[placement]
gp_congestion = 1.14
hpwl_um = 46300
port_buffers = 21
dpl_cell_area_um2 = 15000

[clocking]
cts_tree = yes
clockBufferDepth = 3
cts_root_buf = clkbuf_16
clk_pin_slew_ns = 0.07
cts.sinks = 272
h-tree-depth = 1
numCtsBuffers = 29
clkLatencyLatePin_ns = 0.60

[flow_run]
cap_violations = 0
openroad.warnings = 37

[die]
boundaryPins = 22
die_h_um = 167
die_width_um = 167
dieArea_um2 = 28000
core_um2 = 26900
initial_core_util_pct = 50.9
rows = 60

[min_path]
min_from = length[5]
min_path_cells = 1
min_to = length[5]
hold_path_class = register to register

[grt]
grt_usage_pct = 50.1
grt_start_max_net_pins = 33
antenna_found_initial = 0
overflow = 0
grt_pass1_vias = 12100
grt_first_pass_wirelength_um = 88600
[stage by stage]
step / instances / util, % / hold slack (ns) / setup slack [ns] / setup TNS (ns)
final: 1579 / 61.8 / 0.509 / 0.0375 / 0
after global routing: 1579 / 61.8 / 0.548 / -0.0495 / -0.203
after CTS: 1555 / 60.3 / 0.506 / -0.0173 / -0.0173
after detailed placement: 1502 / 55.9 / 0.491 / 0.375 / 0
after global placement: 1502 / 55.9 / 0.480 / 0.377 / 0
after floorplan: 1097 / - / 0.465 / 0.162 / 0
[placed cells by master, fill, tap and decap left out, types with 5 or more instances in the layout]
master,synthesis,final
edfxtp_1,256,256
buf_4,3,144
nor2_1,74,70
a22oi_1,70,70
nand2_1,52,51
a21oi_1,39,35
clkbuf_16,0,34
o22ai_1,31,30
mux2_2,25,25
nand3_1,25,25
a22o_1,26,24
nor3_1,24,23
a222oi_1,23,23
a32oi_1,25,23
mux2i_1,22,22
a221oi_1,30,22
o21ai_0,22,19
clkdlybuf4s50_1,0,19
nor2b_1,18,18
nand4_1,16,16
and3_1,15,15
a31oi_1,17,15
a32o_1,14,14
inv_1,15,13
dfrtp_1,16,13
xnor2_1,12,12
nand2b_1,11,11
ha_1,15,10
buf_6,3,9
a221oi_2,0,8
nor4_2,3,8
o221ai_1,6,6
or3_1,6,6
o2111ai_1,6,6
xor2_1,5,5
and2_1,6,5
ha_4,0,5
[worst reg2reg max path, stage by stage (launching register included)]
cell and delay, ns:
dfrtp_1 0.78, nand2b_1 0.43, buf_4 0.22, nor2_1 0.87, a22oi_1 0.21, and3_1 0.38, nand4_1 0.17, o22ai_1 0.09
o21ai_2 0.21, buf_4 0.37
[what timing repair did]
action / in CTS / in global routing
buffers inserted: 1 / 22
pin swaps: 8 / 13
resized: 30 / 40
hold buffers: 0 / 0
setup endpoints to repair: 8 / 8
gates cloned: 0 / 2
[registers in the layout, indices dropped and copies added (netlist names)]
signal,cells
length,6
write_ptr,5
read_ptr,5
data,256
[routing by layer]
metal	track usage, %	part of all wire, %	vias to the layer above
met5	4.35	0.24	-
met2	67.4	42	1138
met1	60.2	31	5704
li1	-	-	4765
met4	37.2	10	6
met3	29.8	16	352
[Yosys cell counts (all sizes together), types with 4 or more instances]
master | instances | share of area [%]
edfxtp | 256 | 56
nor2 | 74 | 2.0
a22oi | 70 | 3.8
clkbuf | 54 | 1.5
nand2 | 53 | 1.5
a21oi | 40 | 1.5
buf | 34 | 1.4
o22ai | 31 | 1.4
a221oi | 30 | 1.9
a22o | 26 | 1.7
a32oi | 26 | 1.7
nand3 | 26 | 0.99
mux2 | 25 | 2.1
nor3 | 25 | 1.0
o21ai | 25 | 0.92
a222oi | 23 | 1.7
mux2i | 22 | 1.6
a31oi | 18 | 0.93
nor2b | 18 | 0.82
dfrtp | 16 | 2.9
nand4 | 16 | 0.73
and3 | 15 | 0.69
ha | 15 | 1.4
inv | 15 | 0.41
a32o | 14 | 1.0
xnor2 | 12 | 0.77
nand2b | 11 | 0.50
nor4 | 9 | 0.55
or3 | 8 | 0.44
a311oi | 7 | 0.45
and2 | 6 | 0.27
o2111ai | 6 | 0.38
o221ai | 6 | 0.38
o31ai | 5 | 0.31
xor2 | 5 | 0.32
a2111oi | 4 | 0.53
a211oi | 4 | 0.22
a41oi | 4 | 0.26
[layout make-up]
| class | instances | area (um^2) |
|---|---|---|
| fillers | 2010 | 10300 |
| flip-flops and latches | 272 | 8090 |
| multi-input cells | 722 | 5540 |
| repair buffers | 177 | 1460 |
| clock buffers | 39 | 868 |
| well taps | 341 | 427 |
| clock inverters | 13 | 153 |
| inverters | 15 | 56.3 |
[worst max-delay path by stage]
stage | to | cells past startpoint | startpoint
CTS | dout[7] | 10 | read_ptr[0]
global route | dout[3] | 10 | read_ptr[0]
finish | dout[3] | 10 | read_ptr[0]
[cell families after synthesis]
group,after synthesis,share of synthesized area [%]
compound gates,367,21.0
simple gates,276,10.5
flops,272,59.2
buf+inv,103,3.25
mux,47,3.67
xor+xnor,17,1.09
fa+ha+maj,15,1.37
